`design.v`:
```
`timescale 1ns / 1ps
module checksum (
    input logic [39:0] data_in,
    output logic led
);
    wire [7:0] tem_int, tem_frac, hum_int, hum_frac, check_sum;
    wire [7:0] sum;
    assign tem_int = data_in[39:32];
    assign tem_frac = data_in[31:24];
    assign hum_int = data_in[23:16];
    assign hum_frac = data_in[15:8];
    assign check_sum = data_in[7:0];
    assign sum = tem_int + tem_frac + hum_int + hum_frac;
    always @(*) begin
        if (sum == check_sum) begin
            led = 0;
        end else begin
            led = 1;
        end
    end
endmodule
`timescale 1ns / 1ps
module dht11_cu (
    input logic clk,
    input logic reset,
    input logic start,
    input logic tick_1us,
    input logic empty_rx_b,
    input logic [7:0] data_uart_in,
    output logic [39:0] data_out,
    output logic [3:0] led,
    output logic dht_done,
    inout logic dht_io
);
    parameter START_CNT = 18000, WAIT_CNT = 30, SYNC_CNT = 80, DATA_SYNC = 50,
              DATA_01 = 40, STOP_CNT = 50, TIME_OUT = 20000;
    parameter IDLE = 3'b000, START = 3'b001, WAIT = 3'b010, SYNC_LOW = 3'b011,
              SYNC_HIGH = 3'b100, DATA_START = 3'b101, DATA = 3'b110, WAIT_START = 3'b111;
    reg [2:0] state, next;
    reg io_oe_reg, io_oe_next;
    reg io_out_reg, io_out_next;
    reg led_reg, led_next;
    reg [14:0] count_usec_reg, count_usec_next;
    reg [39:0] data_reg, data_next;
    reg [5:0] bit_count_reg, bit_count_next;
    reg dht_done_reg, dht_done_next;
    assign dht_io = (io_oe_reg) ? io_out_reg : 1'bz;
    assign led = {io_oe_reg, state};
    assign data_out = data_reg;
    assign dht_done = dht_done_reg;
    always @(posedge clk, posedge reset) begin
        if (reset) begin
            state <= 0;
            io_out_reg <= 1;
            count_usec_reg <= 0;
            led_reg <= 0;
            io_oe_reg <= 0;
            data_reg <= 0;
            bit_count_reg <= 0;
            dht_done_reg <= 0;
        end else begin
            state <= next;
            io_out_reg <= io_out_next;
            count_usec_reg <= count_usec_next;
            led_reg <= led_next;
            io_oe_reg <= io_oe_next;
            data_reg <= data_next;
            bit_count_reg <= bit_count_next;
            dht_done_reg <= dht_done_next;
        end
    end
    always @(*) begin
        next = state;
        io_out_next = io_out_reg;
        count_usec_next = count_usec_reg;
        led_next = led_reg;
        io_oe_next = io_oe_reg;
        data_next = data_reg;
        bit_count_next = bit_count_reg;
        dht_done_next = dht_done_reg;
        case (state)
            IDLE: begin
                io_out_next = 1;
                io_oe_next = 1;
                count_usec_next = 0;
                bit_count_next = 0;
                dht_done_next = 0;
                if (start == 1 || (empty_rx_b && data_uart_in == "E")) begin
                    data_next = 0;
                    next = START;
                end
            end
            START: begin
                io_out_next = 0;
                if (tick_1us) begin
                    if (count_usec_reg == START_CNT - 1) begin
                        count_usec_next = 0;
                        next = WAIT;
                    end else begin
                        count_usec_next = count_usec_reg + 1;
                    end
                end
            end
            WAIT: begin
                io_out_next = 1;
                if (tick_1us) begin
                    if (count_usec_reg == WAIT_CNT - 1) begin
                        count_usec_next = 0;
                        io_out_next = 0;   
                        next = SYNC_LOW;
                    end else begin
                        count_usec_next = count_usec_reg + 1;
                    end
                end
            end
            SYNC_LOW: begin
                io_oe_next = 0;
                if (tick_1us) begin
                    if (dht_io) begin
                        next = SYNC_HIGH;
                    end
                end
            end
            SYNC_HIGH: begin
                if (tick_1us) begin
                    if (dht_io == 0) begin
                        next = DATA_START;
                    end
                end
            end
            DATA_START: begin
                if (tick_1us) begin
                    if (dht_io) begin
                        count_usec_next = 0;
                        next = DATA;
                    end
                end
            end
            DATA: begin
                if (tick_1us) begin
                    if (dht_io == 0) begin
                        if (count_usec_reg >= DATA_01) begin
                            data_next[39-bit_count_reg] = 1'b1;
                            count_usec_next = 0;
                            bit_count_next = bit_count_reg + 1;
                            if (bit_count_reg == DATA_01 - 1) begin
                                dht_done_next = 1;
                                next = WAIT_START;
                            end else begin
                                next = DATA_START;
                            end
                        end else if (count_usec_reg < DATA_01) begin
                            data_next[39-bit_count_reg] = 1'b0;
                            count_usec_next = 0;
                            bit_count_next = bit_count_reg + 1;
                            if (bit_count_reg == DATA_01 - 1) begin
                                dht_done_next = 1;
                                next = WAIT_START;
                            end else begin
                                next = DATA_START;
                            end
                        end else if (count_usec_reg == TIME_OUT - 1) begin
                            count_usec_next = 0;
                            next = WAIT_START;
                        end
                    end else begin
                        count_usec_next = count_usec_reg + 1;
                    end
                end
            end
            WAIT_START: begin
                dht_done_next = 0;
                next = IDLE;
            end
        endcase
    end
endmodule
`timescale 1ns / 1ps
module dht11_peri (
    input  logic        PCLK,
    input  logic        PRESET,
    input  logic [ 4:0] PADDR,
    input  logic [31:0] PWDATA,
    input  logic        PWRITE,
    input  logic        PENABLE,
    input  logic        PSEL,
    output logic [31:0] PRDATA,
    output logic        PREADY,
    inout logic dht_io   
);
    logic        w_tick_1us;
    logic [39:0] w_data_out;
    logic [ 3:0] mode_state_led;
    logic        checksum_led;
    logic [ 1:0] dcr;   
    logic [ 4:0] dlr;
    logic [15:0] ddr;
    logic        wr_en;
    logic        dht_done;
    logic [15:0] mode_data;
    logic [ 7:0] int_data;
    logic [ 7:0] frac_data;
    logic [ 3:0] w_digit_1000;
    logic [ 3:0] w_digit_100;
    logic [ 3:0] w_digit_10;
    logic [ 3:0] w_digit_1;
    assign dlr = {checksum_led, mode_state_led};
    assign w_digit_1000 = ddr/1000%10;
    assign w_digit_100 = ddr/100%10;
    assign w_digit_10 = ddr/10%10;
    assign w_digit_1 = ddr%10;
    tick_1us #(
        .TICK_COUNT(100),
        .BIT_WIDTH (7)
    ) U_Tick_1us (
        .clk(PCLK),
        .reset(PRESET),
        .o_tick(w_tick_1us)
    );
    dht11_cu U_dht11_cu (
        .clk(PCLK),
        .reset(PRESET),
        .start(dcr[0]),
        .tick_1us(w_tick_1us),
        .data_out(w_data_out),
        .led(mode_state_led),
        .dht_done(dht_done),
        .dht_io(dht_io)
    );
    checksum U_checksum (
        .data_in(w_data_out),
        .led(checksum_led)
    );
    always @(*) begin
        if (dcr[1]) begin
            mode_data = w_data_out[39:24];   
        end else begin
            mode_data = w_data_out[23:8];   
        end
        int_data = mode_data[15:8];
        frac_data = mode_data[7:0];
        ddr = (int_data * 100) + frac_data; 
    end
    APB_SlaveIntf_DHT11 U_APB_SlaveIntf_DHT11 (
        .PCLK    (PCLK),
        .PRESET  (PRESET),
        .PADDR   (PADDR),
        .PWDATA  (PWDATA),
        .PWRITE  (PWRITE),
        .PENABLE (PENABLE),
        .PSEL    (PSEL),
        .PRDATA  (PRDATA),
        .PREADY  (PREADY),
        .dht_done(dht_done),
        .wr_en   (wr_en),
        .dcr     (dcr),        
        .dlr     (dlr),
        .ddr     (ddr),        
        .digit_1000(w_digit_1000),
        .digit_100(w_digit_100),
        .digit_10(w_digit_10),
        .digit_1(w_digit_1)
    );
endmodule
module APB_SlaveIntf_DHT11 (
    input  logic        PCLK,
    input  logic        PRESET,
    input  logic [ 4:0] PADDR,
    input  logic [31:0] PWDATA,
    input  logic        PWRITE,
    input  logic        PENABLE,
    input  logic        PSEL,
    output logic [31:0] PRDATA,
    output logic        PREADY,
    input  logic        dht_done,
    input  logic        wr_en,      
    output logic [ 1:0] dcr,        
    input  logic [ 4:0] dlr,        
    input  logic [15:0] ddr,        
    input logic [7:0] digit_1000, digit_100, digit_10, digit_1
);
    logic [31:0] slv_reg0, slv_reg1, slv_reg2, slv_reg3, slv_reg4, slv_reg5, slv_reg6, slv_reg7;
    assign dcr = slv_reg0[9:0];
    assign slv_reg1[4:0] = dlr;
    logic dht_data_valid;
    always_ff @(posedge PCLK, posedge PRESET) begin
        if (PRESET) begin
            slv_reg0 <= 0;
            slv_reg2 <= 0;
            dht_data_valid <= 1'b0;
        end else begin
            if (dht_done) begin
                slv_reg0[10:0]  <= 2'b00;   
                slv_reg2[15:0] <= ddr;   
                dht_data_valid <= 1'b1;   
                slv_reg3       <= digit_1000;
                slv_reg4       <= digit_100;
                slv_reg5       <= digit_10;
                slv_reg6       <= digit_1;
            end
            if (PSEL && PENABLE) begin
                if (PWRITE) begin
                    PREADY <= 1'b1;
                    case (PADDR[4:2])
                        2'd0: begin
                            slv_reg0 <= PWDATA;
                            dht_data_valid <= 1'b0;   
                        end
                    endcase
                end else begin
                    PREADY <= 1'b0;
                    PRDATA <= 32'bx;
                    case (PADDR[4:2])
                        3'd0: begin
                            PRDATA <= slv_reg0;
                            PREADY <= 1'b1;
                        end
                        3'd1: begin
                            PRDATA <= slv_reg1;   
                            PREADY <= 1'b1;
                        end
                        3'd2: begin
                            if (dht_data_valid) begin
                                PRDATA <= slv_reg2;  
                                PREADY <= 1'b1;
                            end
                        end
                        3'd3: begin
                            if (dht_data_valid) begin
                                PRDATA <= slv_reg3;   
                                PREADY <= 1'b1;
                            end
                        end
                        3'd4: begin
                            if (dht_data_valid) begin
                                PRDATA <= slv_reg4;   
                                PREADY <= 1'b1;
                            end
                        end
                        3'd5: begin
                            if (dht_data_valid) begin
                                PRDATA <= slv_reg5;   
                                PREADY <= 1'b1;
                            end
                        end
                        3'd6: begin
                            if (dht_data_valid) begin
                                PRDATA <= slv_reg6;   
                                PREADY <= 1'b1;
                            end
                        end
                    endcase
                end
            end else begin
                PREADY <= 1'b0;
            end
        end
    end
endmodule
`timescale 1ns / 1ps
module tick_1us #(
    parameter TICK_COUNT = 100,
    BIT_WIDTH = 7
) (
    input  logic clk,
    input  logic reset,
    output logic o_tick
);
    reg [$clog2(TICK_COUNT)-1:0] count_reg, count_next;
    reg tick_reg, tick_next;
    assign o_tick = tick_reg;
    always @(posedge clk, posedge reset) begin
        if (reset) begin
            count_reg <= 0;
            tick_reg  <= 0;
        end else begin
            count_reg <= count_next;
            tick_reg  <= tick_next;
        end
    end
    always @(*) begin
        count_next = count_reg;
        tick_next  = 1'b0;
        if (count_reg == TICK_COUNT - 1) begin
            count_next = 0;
            tick_next  = 1'b1;
        end else begin
            count_next = count_reg + 1;
            tick_next  = 1'b0;
        end
    end
endmodule
```
`run.sh`:
```
#!/bin/bash
# OpenROAD 26Q1-2900-gdf79404cd8, Yosys 0.63+post, stock flow scripts
make -C /OpenROAD-flow-scripts/flow DESIGN_CONFIG=/design/flow/config.mk WORK_HOME=/design/flow/orfs finish
```
`config.mk`:
```
export PLATFORM = sky130hd
export DESIGN_NAME = dht11_peri
export DESIGN_NICKNAME = dht11_peri
export VERILOG_FILES = /design/flow/design.v
export SDC_FILE = /design/flow/constraint.sdc
export NUM_CORES = 4
export LEC_CHECK = 1
export CORE_UTILIZATION = 50
```
`constraint.sdc`:
```
current_design dht11_peri

set clk_period 22.2
set clk_io_pct 0.2

create_clock -name clk0 -period $clk_period [get_ports {PCLK}]

set non_clock_inputs [all_inputs -no_clocks]
set_input_delay [expr $clk_period * $clk_io_pct] -clock clk0 $non_clock_inputs
set_output_delay [expr $clk_period * $clk_io_pct] -clock clk0 [all_outputs]
```
==> qor.log <==
[synthesis] sequential area share after synthesis 28.8%
[synthesis] Syn Std Cell Area 0.0159 mm^2
[cts] Post-CTS Setup Repair Bufs 0
[cts] hold buffers post-CTS 0
[cts] deepest level of the CTS H-tree 4
[cts] number of sinks handled by clock tree synthesis 173
[synthesis] mean post-synth cell area 8.25 um^2
[synthesis] #FFs+latches synth 173
[synthesis] EDFF count, synth 49
[synthesis] ys cells 1929
[cts] number of CTS-inserted buffers 17
[placement] half-perimeter wire length after placement 32000 um
[synthesis] flip-flop cell with the highest count after synthesis dfrtp_1
[synthesis] Yosys chip area 0.0159 mm^2
[floorplan] die extent in x 180 um
[floorplan] number of top-level pins 76
[placement] Worst Setup Slack post-DPL 10.37 ns
[floorplan] number of rows created at floorplan 64
[floorplan] core utilization before placement 51.5%
[status] tool error message [error] [KeplerFormal.cpp:679] Workflow failed: Iso has multiple drivers: .dht_io0, dht_io$_DFFE_PP1N_.Q0
[synthesis] number of standard cells after synthesis 1929
[cts] CTS root buffer clkbuf_16
[cts] # resized after CTS 0
[synthesis] yosys warning tally 46
[placement] global placement routability congestion 0.928
[status] status stopped before the end
[status] stopping stage clock tree synthesis (4_1_cts)
[synthesis] fraction of registers with async set or reset after synthesis 71.7%
[placement] Port Buffers 72
[floorplan] Die Y 180 um
[synthesis] post-synthesis cell type count 112
[cts] maximum root-to-sink buffer count 2
## cells by family after synthesis
family                     synth area share (%)
AOI/OAI and AO/OA                          28.3
xor gates and xnor gates                   5.49
adders and majority gates                  8.12
buffers and inverters                      3.88
DFF                                        28.8
muxes                                      4.71
and+or+nand+nor                            20.8
## Yosys cell counts, types with 27 or more instances
master / number / area, um^2
o21ai_0: 188 / 941
nor2_1: 170 / 638
nand2_1: 168 / 631
a21oi_1: 146 / 731
dfrtp_1: 123 / 3080
clkbuf_1: 81 / 304
nand3_1: 73 / 365
xnor2_1: 71 / 622
ha_1: 68 / 851
nor3_1: 56 / 280
edfxtp_1: 49 / 1470
inv_1: 45 / 169
mux2_2: 43 / 484
o211ai_1: 42 / 315
and2_1: 33 / 206
a31oi_1: 27 / 169
## per-stage QoR
stage               total power, mW  utilization, %  area (um^2)  cells  hold slack [ns]
global placement              0.399            55.4        17100   2341            0.443
detailed placement            0.400            55.4        17100   2341            0.446
floorplan                     0.382               -        15900   1929            0.425
No activity file was given, so power comes from the tool's default toggle rates.
