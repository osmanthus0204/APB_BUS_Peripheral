`./run.sh`:
```
#!/bin/bash
# OpenROAD 26Q1-2900-gdf79404cd8, Yosys 0.63+post, stock flow scripts
make -C /OpenROAD-flow-scripts/flow DESIGN_CONFIG=/design/flow/config.mk WORK_HOME=/design/flow/orfs finish
```
`./config.mk`:
```
export PLATFORM = sky130hd
export DESIGN_NAME = ram
export DESIGN_NICKNAME = ram
export VERILOG_FILES = /design/flow/design.v
export SDC_FILE = /design/flow/constraint.sdc
export NUM_CORES = 4
export LEC_CHECK = 1
export CORE_UTILIZATION = 40
export SYNTH_MEMORY_MAX_BITS = 65536
```
`./constraint.sdc`:
```
current_design ram

set clk_period 29.1
set clk_io_pct 0.2

create_clock -name clk0 -period $clk_period [get_ports {PCLK}]

set non_clock_inputs [all_inputs -no_clocks]
set_input_delay [expr $clk_period * $clk_io_pct] -clock clk0 $non_clock_inputs
set_output_delay [expr $clk_period * $clk_io_pct] -clock clk0 [all_outputs]
```
`./design.v`:
```
`timescale 1ns / 1ps
module ram (
    input  logic        PCLK,
    input  logic        PRESET,
    input  logic [31:0] PADDR,
    input  logic [31:0] PWDATA,
    input  logic        PWRITE,
    input  logic        PENABLE,
    input  logic        PSEL,
    output logic [31:0] PRDATA,
    output logic        PREADY
);
    logic [31:0] mem[0:2**10-1];
    always_ff @(posedge PCLK) begin
        PREADY <= 1'b0;
        if (PSEL && PENABLE) begin
            PREADY <= 1'b1;
            if (PWRITE) mem[PADDR[9:2]] <= PWDATA;
            else PRDATA <= mem[PADDR[9:2]];
        end
    end
endmodule
```
==> metrics.yaml <==
worst_setup_path_start_kind: "input port"
clk_latency_ps: 1210
portBuffers: 76
layout.core_utilization_pct: 45.61
synth-warning-count: 1
synth_area_per_cell_um2: 19.38
floorplan.core_area_um2: 782800
post_layout_nonfiller_instances: 28214
route.layer.met1.wl_um: 288900
yosys-stat-cells: 16215
global_route.overflow_total: 0
path_clk_slew_ps: 60
clk_root_buffer_cell: "sky130_fd_sc_hd__clkbuf_16"
fp.dieW_um: 888.3
highest-signal-layer: "met5"
drt-vias-per-instance: 5.824
finalSetupTns_ps: 0
worstPathRequired_ps: 29980
postRouteAntennaNets: 0
min_path_cells: 5
synthFlopType: "sky130_fd_sc_hd__edfxtp_1"
drive_above_1_share_pct: 15.27
dp.final_hpwl_um: 584100
synth-seq-area-share_pct: 78.60
grt_setup_unrepaired: "no"
numPlacedInstances: 26739
p_leak_uw: 0.1182
worst_min_delay_path_startpoint: "mem[22][27]"
regToRegSetupSlack_ps: 25890
setup_violations: 0
chip_area_um2: 789100
power_density_nw_per_um2: 67.20
maxClockFrequency_mhz: 81.94
power.switching_uw: 5240
post_cts_resize_count: 0
max-cap-violations: 0
path_max_fanout: 88
finalHoldViolations: 0
r2r_cells: 6
drt_wl_total_um: 1011000
rows: 325
area_delta_synth_final_pct: 13.61
grt_first_pass_wirelength_um: 1373000
groute.usage.overall_pct: 27.82
async_flop_share_pct: 0
avgRoutedWirePerCell_um: 35.84
p_clk_share_pct: 40.9
num_vias: 164332
dieHeight_um: 888.3
outcome: "complete, no violations"
max_slew_margin_pct: 22.43
min-delay-path-class: "reg -> reg"
ys_seq_elements: 8225
power.share.sequential_pct: 54.4
skew_ps: 95.96
route.met3.wl_um: 215900
grt_antenna_before_repair: 39
first_global_vias: 169875
timing.hold.worst_endpoint: "PRDATA[27]"
critical_path_class: "in -> reg"
ys_types: 74
worst_setup_path_end_kind: "flop"
cts.sink_count: 8225
cell_internal_pwr_uw: 18750
openroad.warnings: 51
worst-slew-pin-transition_ps: 1158
detail_route.drc_violations: 0
ys_chip_area_um2: 314200
design.portCount: 102
gpl.final_weighted_congestion: 0.9093
cts.hold.buffers_added: 0
synth_area_um2: 314200
drt_iter0_drc: 11733
cts_buffers: 789
min_period_over_period_pct: 41.94
clockBufferDepth: 4
pre_antenna_drt_iters: 5
met2RoutedLength_um: 443600
layout.cells.most_common_list: "sky130_fd_sc_hd__edfxtp_1 (8224), sky130_fd_sc_hd__mux2i_1 (3344), sky130_fd_sc_hd__o22ai_1 (1479)"
r2r-end: "PRDATA[0]"
cts_tree: "done"
init_core_util_pct: 40.14
htreeDepth: 6
pwr-share-comb_pct: 4.7
maxSlewViolCount: 0
postCtsSetupBuffers: 0
p_sw_share_pct: 21.84
grt_start_max_net_pins: 94
timing.final.crit_period_ps: 12200
synth_cells: 16215
r2r-start: "mem[9][0]"
irDropWorstVdd_mv: 0.07506
arrival_ps: 13080
edf_count: 8224
top_logic_cell_by_instance_count_in_the_layout: "sky130_fd_sc_hd__edfxtp_1"
-- synthesized netlist by cell type (43+ instances only) --
master / number / area [um2]
sky130_fd_sc_hd__edfxtp_1: 8224 / 247000
sky130_fd_sc_hd__a21oi_1: 101 / 505.5
sky130_fd_sc_hd__o211ai_1: 55 / 412.9
sky130_fd_sc_hd__nor2_1: 545 / 2046
sky130_fd_sc_hd__a211oi_1: 50 / 375.4
sky130_fd_sc_hd__a22oi_1: 58 / 435.4
sky130_fd_sc_hd__nand2_1: 144 / 540.5
sky130_fd_sc_hd__mux4_2: 363 / 8175
sky130_fd_sc_hd__buf_4: 218 / 1637
sky130_fd_sc_hd__a31oi_1: 43 / 269.0
sky130_fd_sc_hd__nand3_1: 75 / 375.4
sky130_fd_sc_hd__buf_2: 394 / 1972
sky130_fd_sc_hd__buf_1: 43 / 161.4
sky130_fd_sc_hd__nor3_1: 78 / 390.4
sky130_fd_sc_hd__o21ai_0: 98 / 490.5
sky130_fd_sc_hd__o22ai_1: 1479 / 9253
sky130_fd_sc_hd__clkbuf_1: 223 / 837.1
sky130_fd_sc_hd__nor4_1: 329 / 2058
sky130_fd_sc_hd__mux2i_1: 3344 / 33470
-- per-layer routing --
| metal | track usage, % | vias up |
|---|---|---|
| met2 | 38.37 | 12308 |
| met5 | 4.544 | - |
| met3 | 25.88 | 2169 |
| met4 | 11.58 | 99 |
| li1 | - | 68416 |
| met1 | 28.94 | 81340 |
-- how the worst max path moves through the flow --
stage | start | end | slack [ps] | depth (start not counted)
CTS | PADDR[3] | PRDATA[15] | 17130 | 15
finish | PADDR[3] | PRDATA[15] | 16900 | 15
global route | PADDR[3] | PRDATA[15] | 16550 | 15
-- state kept, by name (all words and copies together) (netlist names) --
name	count
mem	8192
PREADY	1
PRDATA	32
-- final cells by class --
type                            instances  area (um2)
Antenna cell                           47       117.6
Clock buffer                          993       20660
Clock inverter                        435        3719
Fill cell                           64252      425800
Inverter                                3       11.26
Multi-Input combinational cell       7046       64200
Sequential cell                      8225      247000
Tap cell                            10464       13090
Timing Repair Buffer                 1001        8229
-- power by group through the flow --
stage / registers (uW) / clock network (uW) / logic [uW]
after CTS: 13000 / 9890 / 1120
after global routing: 13000 / 10300 / 1190
final: 13100 / 9800 / 1140
-- worst max-delay path, stage by stage --
cell,delay (ps)
sky130_fd_sc_hd__buf_16,290
sky130_fd_sc_hd__buf_4,630
sky130_fd_sc_hd__buf_4,750
sky130_fd_sc_hd__buf_4,580
sky130_fd_sc_hd__buf_12,540
sky130_fd_sc_hd__buf_4,650
sky130_fd_sc_hd__buf_4,650
sky130_fd_sc_hd__buf_4,640
sky130_fd_sc_hd__mux2i_1,260
sky130_fd_sc_hd__o22ai_1,100
sky130_fd_sc_hd__nor4_1,450
sky130_fd_sc_hd__nand4_1,580
sky130_fd_sc_hd__a32oi_1,370
sky130_fd_sc_hd__buf_4,240
sky130_fd_sc_hd__mux2i_1,160
-- stage by stage --
stage | total power, uW | setup WS (ps) | hold slack [ps] | cell area, um2
global route | 24560 | 16550 | 974.9 | 357000
floorplan | 13820 | 20010 | 746.4 | 314200
finish | 23990 | 16900 | 951.9 | 357000
CTS | 24060 | 17130 | 953.8 | 356900
global placement | 14410 | 15870 | 958.3 | 332500
detailed placement | 14420 | 15910 | 935.5 | 332500
-- cells by family after synthesis --
kind of cell	count (synthesis)	share of synthesized area, %
buffers and inverters	944	1.717
flip-flops	8225	78.60
multiplexers	3761	13.61
AND-OR/OR-AND	2019	4.134
AND/OR/NAND/NOR	1266	1.943
Power figures rest on the tool's default switching activity, not on a simulated workload.
