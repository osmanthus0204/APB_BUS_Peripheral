==> config.mk <==
export PLATFORM = sky130hd
export DESIGN_NAME = RV32I_Core
export DESIGN_NICKNAME = RV32I_Core
export VERILOG_FILES = /design/flow/design.v
export SDC_FILE = /design/flow/constraint.sdc
export NUM_CORES = 4
export LEC_CHECK = 1
export CORE_UTILIZATION = 50
==> constraint.sdc <==
current_design RV32I_Core

set clk_period 26.1
set clk_io_pct 0.2

create_clock -name clk0 -period $clk_period [get_ports {clk}]

set non_clock_inputs [all_inputs -no_clocks]
set_input_delay [expr $clk_period * $clk_io_pct] -clock clk0 $non_clock_inputs
set_output_delay [expr $clk_period * $clk_io_pct] -clock clk0 [all_outputs]
==> design.v <==
`timescale 1ns / 1ps
module ControlUnit (
    input  logic        clk,
    input  logic        reset,
    input  logic [31:0] instrCode,
    output logic        regFileWe,
    output logic [ 3:0] aluControl,
    output logic        aluSrcMuxSel,
    output logic        dataWe,
    output logic [ 2:0] RFWDSrcMuxSel,
    output logic        branch,
    output logic        jal,
    output logic        jalr,
    output logic        PCEn,
    output logic        transfer,
    input  logic        ready
);
    wire [6:0] opcode = instrCode[6:0];
    wire [3:0] operators = {
        instrCode[30], instrCode[14:12]
    };   
    logic [10:0] signals;
    assign {PCEn, regFileWe, aluSrcMuxSel, dataWe, RFWDSrcMuxSel, branch, jal, jalr, transfer} = signals;
    typedef enum {
        FETCH,
        DECODE,
        R_EXE,
        I_EXE,
        B_EXE,
        LU_EXE,
        AU_EXE,
        J_EXE,
        JL_EXE,
        S_EXE,
        S_MEM,
        L_EXE,
        L_MEM,
        L_WB
    } state_e;
    state_e state, state_next;
    always_ff @(posedge clk, posedge reset) begin
        if (reset) state <= FETCH;
        else state <= state_next;
    end
    always_comb begin
        state_next = state;
        case (state)
            FETCH:  state_next = DECODE;
            DECODE: begin
                case (opcode)
                    7'b0110011:  state_next = R_EXE;
                    7'b0100011:  state_next = S_EXE;
                    7'b0000011:  state_next = L_EXE;
                    7'b0010011:  state_next = I_EXE;
                    7'b1100011:  state_next = B_EXE;
                    7'b0110111: state_next = LU_EXE;
                    7'b0010111: state_next = AU_EXE;
                    7'b1101111:  state_next = J_EXE;
                    7'b1100111: state_next = JL_EXE;
                endcase
            end
            R_EXE:  state_next = FETCH;
            S_EXE:  state_next = S_MEM;
            S_MEM: begin
                if (ready) state_next = FETCH;
                else state_next = S_MEM;
            end
            L_EXE:  state_next = L_MEM;
            L_MEM: begin
                if (ready) state_next = L_WB;
                else state_next = L_MEM;
            end
            L_WB: state_next = FETCH; 
            I_EXE:  state_next = FETCH;
            B_EXE:  state_next = FETCH;
            LU_EXE: state_next = FETCH;
            AU_EXE: state_next = FETCH;
            J_EXE:  state_next = FETCH;
            JL_EXE: state_next = FETCH;
        endcase
    end
    always_comb begin
        signals = 11'b0_0_0_0_000_0_0_0;
        aluControl = operators;
        case (state)
            FETCH:  signals = 11'b1_0_0_0_000_0_0_0_0;
            DECODE: signals = 11'b0_0_0_0_000_0_0_0_0;
            R_EXE:  signals = 11'b0_1_0_0_000_0_0_0_0;
            S_EXE: begin
                signals    = 11'b0_0_1_0_000_0_0_0_0;
                aluControl = 4'b0000;
            end
            S_MEM:  signals = 11'b0_0_1_1_000_0_0_0_1;
            L_EXE: begin
                signals    = 11'b0_0_1_0_001_0_0_0_0;
                aluControl = 4'b0000;
            end
            L_MEM:  signals = 11'b0_0_1_0_001_0_0_0_1;
            L_WB:   signals = 11'b0_1_1_0_001_0_0_0_0;
            I_EXE: begin
                signals = 11'b0_1_1_0_000_0_0_0_0;
                if (operators == 4'b1101)
                    aluControl = operators;   
                else aluControl = {1'b0, operators[2:0]};   
            end
            B_EXE:  signals = 11'b0_0_0_0_000_1_0_0_0;
            LU_EXE: signals = 11'b0_1_0_0_010_0_0_0_0;
            AU_EXE: signals = 11'b0_1_0_0_011_0_0_0_0;
            J_EXE:  signals = 11'b0_1_0_0_100_0_1_0_0;
            JL_EXE: begin
                signals    = 11'b0_1_0_0_100_0_1_1_0;
                aluControl = 4'b0000;
            end
        endcase
    end
endmodule
`timescale 1ns / 1ps
module DataPath (
    input  logic        clk,
    input  logic        reset,
    input  logic        regFileWe,
    input  logic [ 3:0] aluControl,
    input  logic        aluSrcMuxSel,
    input  logic [ 2:0] RFWDSrcMuxSel,
    input  logic        branch,
    input  logic        jal,
    input  logic        jalr,
    input  logic        PCEn,
    output logic [31:0] instrMemAddr,
    input  logic [31:0] instrCode,
    output logic [31:0] dataAddr,
    output logic [31:0] dataWData,
    input  logic [31:0] dataRData
);
    logic [31:0] aluResult, RFData1, RFData2;
    logic [31:0] PCSrcData, PCOutData, PC_Imm_Adder_SrcMuxOut;
    logic [31:0] immExt, aluSrcMuxOut, RFWDSrcMuxOut;
    logic btaken, PCSrcMuxSel;
    logic [31:0] PC_Imm_AdderResult, PC_4_AdderResult, PCSrcMuxOut;
    logic [31:0] DecReg_RFData1, DecReg_RFData2, DecReg_immExt;
    logic [31:0] ExeReg_aluResult, ExeReg_RFData2, ExeReg_PCSrcMuxOut, MemAccReg_dataRData;
    assign instrMemAddr = PCOutData;
    assign dataAddr     = ExeReg_aluResult;
    assign dataWData    = ExeReg_RFData2;
    assign PCSrcMuxSel  = jal | (btaken & branch);
    RegisterFile U_RegFile (
        .clk(clk),
        .we(regFileWe),
        .RAddr1(instrCode[19:15]),
        .RAddr2(instrCode[24:20]),
        .WAddr(instrCode[11:7]),
        .WData(RFWDSrcMuxOut),
        .RData1(RFData1),
        .RData2(RFData2)
    );
    register U_DecReg_RFRD1 (
        .clk  (clk),
        .reset(reset),
        .d    (RFData1),
        .q    (DecReg_RFData1)
    );
    register U_DecReg_RFRD2 (
        .clk  (clk),
        .reset(reset),
        .d    (RFData2),
        .q    (DecReg_RFData2)
    );
    register U_ExeReg_RFRD2 (
        .clk  (clk),
        .reset(reset),
        .d    (DecReg_RFData2),
        .q    (ExeReg_RFData2)
    );
    mux_2x1 U_ALUSrcMux (
        .sel(aluSrcMuxSel),
        .x0 (DecReg_RFData2),
        .x1 (DecReg_immExt),
        .y  (aluSrcMuxOut)
    );
    register U_MemAccReg_dataRData (
        .clk  (clk),
        .reset(reset),
        .d    (dataRData),
        .q    (MemAccReg_dataRData)
    );
    mux_5x1 U_RFWDSrcMux (
        .sel(RFWDSrcMuxSel),
        .x0 (aluResult),
        .x1 (MemAccReg_dataRData),
        .x2 (DecReg_immExt),
        .x3 (PC_Imm_AdderResult),
        .x4 (PC_4_AdderResult),
        .y  (RFWDSrcMuxOut)
    );
    alu U_ALU (
        .aluControl(aluControl),
        .a(DecReg_RFData1),
        .b(aluSrcMuxOut),
        .btaken(btaken),
        .result(aluResult)
    );
    register U_ExeReg_ALU (
        .clk  (clk),
        .reset(reset),
        .d    (aluResult),
        .q    (ExeReg_aluResult)
    );
    extend U_ImmExtend (
        .instrCode(instrCode),
        .immExt(immExt)
    );
    register U_DecReg_ImmExtend (
        .clk  (clk),
        .reset(reset),
        .d    (immExt),
        .q    (DecReg_immExt)
    );
    mux_2x1 U_PC_Imm_Adder_SrcMux (
        .sel(jalr),
        .x0 (PCOutData),
        .x1 (RFData1),
        .y  (PC_Imm_Adder_SrcMuxOut)
    );
    adder U_PC_Imm_Adder (
        .a(DecReg_immExt),
        .b(PC_Imm_Adder_SrcMuxOut),
        .y(PC_Imm_AdderResult)
    );
    adder U_PC_4_Adder (
        .a(32'd4),
        .b(PCOutData),
        .y(PC_4_AdderResult)
    );
    mux_2x1 U_PCSrcMux (
        .sel(PCSrcMuxSel),
        .x0 (PC_4_AdderResult),
        .x1 (PC_Imm_AdderResult),
        .y  (PCSrcMuxOut)
    );
    register U_ExeReg_PCSrcMux (
        .clk  (clk),
        .reset(reset),
        .d    (PCSrcMuxOut),
        .q    (ExeReg_PCSrcMuxOut)
    );
    registerEn U_PC (
        .clk  (clk),
        .reset(reset),
        .en   (PCEn),
        .d    (ExeReg_PCSrcMuxOut),
        .q    (PCOutData)
    );
endmodule
module alu (
    input  logic [ 3:0] aluControl,
    input  logic [31:0] a,
    input  logic [31:0] b,
    output logic        btaken,
    output logic [31:0] result
);
    always_comb begin
        case (aluControl)
            4'b0000:    result = a + b;
            4'b1000:    result = a - b;
            4'b0001:    result = a << b;
            4'b0101:    result = a >> b;
            4'b1101:    result = $signed(a) >>> b[4:0];
            4'b0010:    result = ($signed(a) < $signed(b)) ? 1 : 0;
            4'b0011:   result = (a < b) ? 1 : 0;
            4'b0100:    result = a ^ b;
            4'b0110:     result = a | b;
            4'b0111:    result = a & b;
            default: result = 32'bx;
        endcase
    end
    always_comb begin : branch_processor
        btaken = 1'b0;
        case (aluControl[2:0])
            3'b000:    btaken = (a == b);
            3'b001:    btaken = (a != b);
            3'b100:    btaken = ($signed(a) < $signed(b));
            3'b101:    btaken = ($signed(a) >= $signed(b));
            3'b110:   btaken = (a < b);
            3'b111:   btaken = (a >= b);
            default: btaken = 1'b0;
        endcase
    end
endmodule
module register (
    input  logic        clk,
    input  logic        reset,
    input  logic [31:0] d,
    output logic [31:0] q
);
    always_ff @(posedge clk, posedge reset) begin
        if (reset) q <= 0;
        else q <= d;
    end
endmodule
module registerEn (
    input  logic        clk,
    input  logic        reset,
    input  logic        en,
    input  logic [31:0] d,
    output logic [31:0] q
);
    always_ff @(posedge clk, posedge reset) begin
        if (reset) q <= 0;
        else begin
            if (en) q <= d;
        end
    end
endmodule
module adder (
    input  logic [31:0] a,
    input  logic [31:0] b,
    output logic [31:0] y
);
    assign y = a + b;
endmodule
module RegisterFile (
    input  logic        clk,
    input  logic        we,
    input  logic [ 4:0] RAddr1,
    input  logic [ 4:0] RAddr2,
    input  logic [ 4:0] WAddr,
    input  logic [31:0] WData,
    output logic [31:0] RData1,
    output logic [31:0] RData2
);
    logic [31:0] RegFile[0:2**5-1];
    always_ff @(posedge clk) begin
        if (we) RegFile[WAddr] <= WData;
    end
    assign RData1 = (RAddr1 != 0) ? RegFile[RAddr1] : 32'b0;
    assign RData2 = (RAddr2 != 0) ? RegFile[RAddr2] : 32'b0;
endmodule
module mux_2x1 (
    input  logic        sel,
    input  logic [31:0] x0,
    input  logic [31:0] x1,
    output logic [31:0] y
);
    always_comb begin
        case (sel)
            1'b0:    y = x0;
            1'b1:    y = x1;
            default: y = 32'bx;
        endcase
    end
endmodule
module mux_5x1 (
    input  logic [ 2:0] sel,
    input  logic [31:0] x0,
    input  logic [31:0] x1,
    input  logic [31:0] x2,
    input  logic [31:0] x3,
    input  logic [31:0] x4,
    output logic [31:0] y
);
    always_comb begin
        y = 32'bx;
        case (sel)
            3'd0: y = x0;
            3'd1: y = x1;
            3'd2: y = x2;
            3'd3: y = x3;
            3'd4: y = x4;
        endcase
    end
endmodule
module extend (
    input  logic [31:0] instrCode,
    output logic [31:0] immExt
);
    wire [6:0] opcode = instrCode[6:0];
    wire [2:0] func3 = instrCode[14:12];
    always_comb begin
        immExt = 32'bx;
        case (opcode)
            7'b0110011: immExt = 32'bx;
            7'b0000011: immExt = {{20{instrCode[31]}}, instrCode[31:20]};
            7'b0100011:
            immExt = {{20{instrCode[31]}}, instrCode[31:25], instrCode[11:7]};
            7'b0010011: begin
                case (func3)
                    3'b001:  immExt = {27'b0, instrCode[24:20]};
                    3'b101:  immExt = {27'b0, instrCode[24:20]};
                    3'b011:  immExt = {20'b0, instrCode[31:20]};
                    default: immExt = {{20{instrCode[31]}}, instrCode[31:20]};
                endcase
            end
            7'b1100011:
            immExt = {
                {20{instrCode[31]}},
                instrCode[7],
                instrCode[30:25],
                instrCode[11:8],
                1'b0
            };
            7'b0110111: immExt = {instrCode[31:12], 12'b0};
            7'b0010111: immExt = {instrCode[31:12], 12'b0};
            7'b1101111:
            immExt = {
                {12{instrCode[31]}},
                instrCode[19:12],
                instrCode[20],
                instrCode[30:21],
                1'b0
            };
            7'b1100111: immExt = {{20{instrCode[31]}}, instrCode[31:20]};
            default: immExt = 32'bx;
        endcase
    end
endmodule
`timescale 1ns / 1ps
module RV32I_Core (
    input  logic        clk,
    input  logic        reset,
    input  logic [31:0] instrCode,
    output logic [31:0] instrMemAddr,
    output logic        dataWe,
    output logic [31:0] dataAddr,
    output logic [31:0] dataWData,
    input  logic [31:0] dataRData,
    output logic        transfer,
    input  logic        ready
);
    logic       regFileWe;
    logic [3:0] aluControl;
    logic       aluSrcMuxSel;
    logic [2:0] RFWDSrcMuxSel;
    logic       branch;
    logic       jal;
    logic       jalr;
    logic       PCEn;
    ControlUnit U_ControlUnit (.*);
    DataPath U_DataPath (.*);
endmodule
==> run.sh <==
#!/bin/bash
# OpenROAD 26Q1-2900-gdf79404cd8, Yosys 0.63+post, stock flow scripts
make -C /OpenROAD-flow-scripts/flow DESIGN_CONFIG=/design/flow/config.mk WORK_HOME=/design/flow/orfs finish
==> impl_metrics.csv <==
group,metric,value,unit
final_timing,hold_viol,0,
final_timing,whs,440,ps
power_and_ir_drop,vdd_drop_max,0.0624,mV
cts,clk_latency,780,ps
yosys,synth.top_cell.area_share,44.3,%
power_and_ir_drop,leakage,0.0276,uW
yosys,synthArstFlopShare,20.9,%
outcome,status,"completed",
die,die_h,374,um
placed_design,gp_congestion,1.06,
cts,cts_resized,0,
cts,cts_made_buffers,139,
grt,grt_max_degree,92,
cts,cts_setup_buffers,0,
yosys,ys_cells,4818,
yosys,yosys-stat-area,69300,um^2
yosys,synth_flops,1294,
layout,drive_gt1_share,24.4,%
detailed_routing,drt-pass1-iter-count,6,
detailed_routing,drc,0,
layout,final_cell_mix,"1024 x edfxtp_1, 638 x mux4_2, 299 x nor2_1, 297 x nand2_1, 268 x dfrtp_1",
grt,grt_pass1_wl,385000,um
detailed_routing,drt-initial-drc-count,4779,
detailed_routing,routed_wl,274000,um
cts,cts_root_buf,"clkbuf_16",
critical_path,crit_slowest_cell,"buf_4",
layout,fillers,10700,
final_timing,max_freq,78.9,MHz
detailed_routing,avgRoutedWirePerCell,39.6,um
die,die-area,140000,um^2
final_timing,skew,42.0,ps
critical_path,required,26650,ps
detailed_routing,viasPerCell,7.02,
yosys,edf_count,1024,
die,placeableCoreArea,137000,um^2
die,io_pins,165,
final_timing,worst_pin_slew,1060,ps
cts,clock_sinks,1294,
die,initCoreUtil,50.4,%
hold_path,hold_class,"reg2reg",
placed_design,place_hpwl,183000,um
yosys,yosys_warnings,8,
final_timing,fin_crit,12680,ps
critical_path,critical_path_class,"in2reg",
power_and_ir_drop,power_density,71.8,nW/um^2
critical_path,worst_setup_path_end_kind,"flop",
grt,grt_usage,43.6,%
grt,antenna_found_initial,17,
yosys,ys_dominant_reg_cell,"edfxtp_1",
final_timing,finalClockPeriodUsage,48.6,%
yosys,synth_top_cell_by_area,"edfxtp_1",
critical_path,crit_chain,"buf_8 > buf_12 > buf_4 > mux4_2 > mux4_2 > mux2i_1 > nor2_1 > mux2_2 > ha_1 > o41ai_1 > a21oi_1 > o22a_1 > o221ai_1 > o21ai_0 > o41ai_1 > o21bai_1 > a21oi_1 > xnor2_1 > nand2_1 > a2bb2oi_2 > buf_4",
final_timing,tns,0,ps
placed_design,port_buffers,164,
cts,clock_path_buffers,3,
cts,hold_buffers,0,
yosys,syn_avg_cell_area,14.4,um^2
yosys,synthTopCellsByArea,"edfxtp_1 44%, mux4_2 21%, dfrtp_1 9.7%, ha_1 2.1%, nor2_1 1.8%",
die,fp.dieW,374,um
yosys,synth_seq_share,54.1,%
detailed_routing,detail-route-antenna-nets,0,
job,max-cap-violations,0,
cts,clkTransAtPathRegs,60,ps
cts,cts_tree,"built",
final_timing,slew_violations,0,
critical_path,critPathMaxFanout,71,
die,rows,136,
critical_path,max_stage_delay,670,ps
yosys,postSynthCellCount,4818,
cts,htreeDepth,4,
layout,synthToLayoutAreaGrowth,13.4,%
final_timing,setup_violations,0,
grt,grt_pass1_vias,50800,
critical_path,cp-start-kind,"input pin",
final_timing,timing.slew.headroom,28.6,%
job,warnings,78,
detailed_routing,dr_total_vias,48500,
yosys,synth_area,69300,um^2
grt,grt_overflow,0,
yosys,yosysUniqueCellTypes,96,
final_timing,rsz0062_at_grt,"false",
layout,lay_top_count,"edfxtp_1",
critical_path,arrival,13230,ps
==> registers in the layout, summed over array words and instances (netlist names) <==
signal / flops
U_DataPath.U_RegFile.RegFile: 1024
U_DataPath.U_DecReg_ImmExtend.q: 32
U_DataPath.U_DecReg_RFRD1.q: 32
U_DataPath.U_DecReg_RFRD2.q: 32
U_DataPath.U_ExeReg_ALU.q: 32
U_DataPath.U_ExeReg_PCSrcMux.q: 32
U_DataPath.U_ExeReg_RFRD2.q: 32
U_DataPath.U_MemAccReg_dataRData.q: 32
U_DataPath.U_PC.q: 32
U_ControlUnit.state: 14
==> per-stage QoR <==
stage / worst slack, ps / power, uW / cells / utilization [%] / cell area [um^2]
finish: 13420 / 5650 / 6914 / 57.2 / 78700
global route: 12930 / 5820 / 6906 / 57.2 / 78600
CTS: 13460 / 5640 / 6905 / 57.2 / 78600
detailed placement: 12680 / 3670 / 6653 / 53.8 / 74000
global placement: 12750 / 3670 / 6653 / 53.8 / 74000
floorplan: 13440 / 3130 / 4818 / - / 69300
==> layout make-up <==
class | count | area (um^2) | share of cell area, %
repair buffers | 386 | 3400 | 4.32
inverters | 123 | 469 | 0.597
clock buffers | 180 | 3710 | 4.72
clock inverters | 72 | 901 | 1.15
flip-flops and latches | 1294 | 37500 | 47.7
diodes | 9 | 22.5 | 0.0286
well taps | 1794 | 2240 | 2.85
multi-input cells | 3056 | 30400 | 38.7
==> synth_stat cells (32+ instances only) <==
library cell  number
a211oi_1          44
a21o_1            61
a21oi_1          223
a22oi_1           37
a31oi_1           41
buf_1             72
clkbuf_1         245
dfrtp_1          269
edfxtp_1        1024
ha_1             117
inv_1            121
mux2_2            65
mux2i_1          125
mux4_2           638
nand2_1          297
nand3_1          118
nor2_1           335
nor3_1            73
nor4_1            32
o211ai_1          58
o21ai_0          205
o22ai_1           36
xnor2_1           38
==> metal layers <==
metal  part of all wire, %  GRT usage (%)  vias to the layer above
li1                      -              -                    19800
met1                    31           55.6                    24200
met2                    46           61.6                     3712
met3                    15           25.4                      778
met4                   7.2           22.3                       22
met5                  0.19           2.98                        -
==> cells by family (layout without fill, tap and decap cells) <==
family                     after synthesis  count (layout)  synth area share (%)
DFF                                   1294            1294                  54.1
and+or+nand+nor                       1021            1021                  6.71
AOI/OAI and AO/OA                     1017            1017                  9.91
muxes                                  830             830                  23.6
buffers and inverters                  468             761                  2.62
adders and majority gates              119             119                  2.17
xor gates and xnor gates                69              69                 0.872
other                                    0               9                     0
==> power breakdown <==
part	total (uW)	switching (uW)	internal (uW)
Sequential	2480	65.9	2420
Combinational	1180	799	384
Clock	1980	854	1130
Total	5650	1720	3930
==> worst paths after layout <==
path / slack [ps] / cells past startpoint / to / start
worst max-delay path: 13420 / 21 / U_DataPath.U_RegFile.RegFile[24][30] / instrCode[15]
worst min-delay path: 440 / 0 / U_DataPath.U_ExeReg_RFRD2.q[9] / U_DataPath.U_DecReg_RFRD2.q[9]
worst max register to register: 18430 / 22 / U_DataPath.U_RegFile.RegFile[25][28] / U_ControlUnit.state[11]
worst min register to register: 440 / 0 / U_DataPath.U_ExeReg_RFRD2.q[9] / U_DataPath.U_DecReg_RFRD2.q[9]
max in group asynchronous: 19440 / 4 / U_DataPath.U_DecReg_ImmExtend.q[16] / reset
min in group asynchronous: 4880 / 2 / U_DataPath.U_ExeReg_ALU.q[4] / reset
==> critical path, delay by kind of cell <==
family,cells,cell delay [ps]
buf+inv,4,2020
fa+ha+maj,1,350
mux,4,1960
compound gates,9,2880
xor+xnor,1,170
simple gates,2,370
Power is estimated from default activity; no workload was simulated.
